===== run.sh =====
#!/bin/bash
# OpenROAD 26Q1-2900-gdf79404cd8, Yosys 0.63+post, stock flow scripts
make -C /OpenROAD-flow-scripts/flow DESIGN_CONFIG=/design/flow/config.mk WORK_HOME=/design/flow/orfs finish

===== design.v =====
module seven_segment_display (
    input [3:0] hex,     
    output [6:0] s_seg      
);
    assign s_seg = 
            (hex == 4'h0) ? ~7'b011_1111 :  
            (hex == 4'h1) ? ~7'b000_0110 :
            (hex == 4'h2) ? ~7'b101_1011 :
            (hex == 4'h3) ? ~7'b100_1111 :
            (hex == 4'h4) ? ~7'b110_0110 :
            (hex == 4'h5) ? ~7'b110_1101 :
            (hex == 4'h6) ? ~7'b111_1101 :
            (hex == 4'h7) ? ~7'b000_0111 :
            (hex == 4'h8) ? ~7'b111_1111 :
            (hex == 4'h9) ? ~7'b110_1111 :
            (hex == 4'hA) ? ~7'b111_0111 :
            (hex == 4'hB) ? ~7'b111_1100 :
            (hex == 4'hC) ? ~7'b011_1001 :
            (hex == 4'hD) ? ~7'b101_1110 :
            (hex == 4'hE) ? ~7'b111_1001 :
            (hex == 4'hF) ? ~7'b111_0001 : ~7'b111_1111;
endmodule
module storage_register_with_display (
    input wire clk,              
    input wire reset,            
    input wire [7:0] switches,  
    input wire write_button,    
    input wire transfer_button,   
    output reg [7:0] red_leds,   
    output reg [7:0] green_leds,
    output [6:0] HEX0,           
    output [6:0] HEX1           
);
    reg write_r, write_rr;       
    reg transfer_r, transfer_rr; 
    wire write_pulse;            
    wire transfer_pulse;          
    wire [3:0] lower_nibble = red_leds[3:0];
    wire [3:0] upper_nibble = red_leds[7:4];
    seven_segment_display display0 (.hex(lower_nibble), .s_seg(HEX0));
    seven_segment_display display1 (.hex(upper_nibble), .s_seg(HEX1));
    always @(posedge clk) begin
        red_leds <= (!reset) ? 8'b0 : (write_pulse ? switches : red_leds);
    end
    always @(posedge clk) begin
        green_leds <= (!reset) ? 8'b0 : (transfer_pulse ? red_leds : green_leds);
    end
    always @(posedge clk) begin
        write_r <= write_button;
        write_rr <= write_r;
    end
    always @(posedge clk) begin
        transfer_r <= transfer_button;
        transfer_rr <= transfer_r;
    end
    assign write_pulse = !write_rr && write_r;      
    assign transfer_pulse = !transfer_rr && transfer_r; 
endmodule

===== config.mk =====
export PLATFORM = sky130hd
export DESIGN_NAME = storage_register_with_display
export DESIGN_NICKNAME = storage_register_with_display
export VERILOG_FILES = /design/flow/design.v
export SDC_FILE = /design/flow/constraint.sdc
export NUM_CORES = 4
export LEC_CHECK = 1
export CORE_AREA = 10 10 107 107
export DIE_AREA = 0 0 117 117

===== constraint.sdc =====
current_design storage_register_with_display

set clk_period 1.6
set clk_io_pct 0.2

create_clock -name clk0 -period $clk_period [get_ports {clk}]

set non_clock_inputs [all_inputs -no_clocks]
set_input_delay [expr $clk_period * $clk_io_pct] -clock clk0 $non_clock_inputs
set_output_delay [expr $clk_period * $clk_io_pct] -clock clk0 [all_outputs]

==> reports/qor.txt <==
Result of the run: complete, but fails checks
Failing checks: setup timing
EDFF count, synth: 0
Fraction of the core area covered by cells at the end of the flow: 0.250
Power density normalized to cell area: 620 nW/um^2
Setup repair after global routing missed its margin: yes
Final Hold Violating Endpoints: 0
Prevailing post-synth register cell: sky130_fd_sc_hd__dfxtp_1
Post-synthesis cell type count: 33
Number of stages on the worst hold path: 0
Post-synth ARST share: 0
Overall track demand over capacity in global routing: 0.0591
Number of violations reported at the end of detailed-routing iteration 0: 32
Worst Tran Pin Value: 321 ps
Wirelength, routed: 4.15 mm
Synthesis-to-finish area growth: 109%
Minimum clock period: 1660 ps
Vias in the first global route: 1265
Setup_tns: -193 ps
Top-area cell type share of the netlist area: 0.364
OpenROAD warnings: 27
Routed via count: 1222
Detailed Place HPWL: 2.80 mm
Number of cells on the worst reg-to-reg path: 4
Clk ins delay skew pair: 260 ps
Number of failing setup endpoints in the final timing report: 5
Maximum clock insertion buffer count: 2
Slew headroom: 0.786
Startpoint-to-endpoint class of the critical path: register to output pin
Worst setup slack before clock tree synthesis: -192 ps
Number of top-level pins: 42
Total cell area reported by yosys after synthesis: 1100 um^2
Total Die Area: 13700 um^2
Number of buffers added on ports: 41
TritonCTS clock tree: yes
Number of hold-repair buffers added at the cts stage: 0
Arrival time worst endpoint: 1340 ps
Worst min-delay path endpoint: write_rr
Min setup slack post-route: -57.4 ps
Root buf cell: sky130_fd_sc_hd__clkbuf_8
Mean post-synth cell area: 8.34 um^2
Total inserted antenna cells: 0
Max Clock Freq: 0.603 GHz
Number of levels in the clock H-tree: 1
Starting utilization of the core area: 0.120
Reg2Reg Setup Slack: 530 ps
Horizontal die dimension: 117 um
Clock edge transition at the registers on the reported setup and hold paths: 80 ps
Main area contributors after synthesis: sky130_fd_sc_hd__dfxtp_1 (36%), sky130_fd_sc_hd__mux2i_1 (9.1%), sky130_fd_sc_hd__nand2_1 (6.8%)
Routed length per placed instance: 12.6 um
Antenna Nets Post-Route: 0
Post-Synthesis Cell Area: 1100 um^2
Die height: 117 um
Required time of the critical path: 1280 ps
Worst hold slack across all endpoints: 357 ps
Number of iterations in the first detailed-routing pass: 6
Number of cells in Yosys stat: 132
Kind of launch point of the worst setup path: register
Residual DRC: 0
Maximum vdd drop: 0.414 mV
Last weighted congestion value of the routability-driven placer: 0.745
FF-to-FF End: red_leds[4]
Biggest area consumer among synthesized cells: sky130_fd_sc_hd__dfxtp_1
Gr ovfl total: 0
Number of core rows: 35
Clock tree skew after final layout: 5.83 ps
Number of buffers added by the clock tree synthesis step: 3
Leakage power total: 0.963 nW
Global-route wire length before repair: 6.47 mm
Number of fill cells in the layout: 950
Ratio of final minimum period to clock period: 1.04
Clock Sinks: 20
Number of vias per cell after detailed routing: 3.71
Kind of path behind the tightest hold check: register to register
Yosys warnings: 1
Startpoint of the most critical hold path: write_r
Crit. End Element: output pin
Number of antenna violations at the first check in global routing: 0
Max Fanout on Critical Path: 5
Largest net degree at the start of global routing: 17
Final count of pins violating max slew: 0
Layout cell share with drive strength beyond 1: 0.495
Instance tally after logic synthesis: 132
Synth Register Bits: 20
Worst reg2reg startpoint: write_r
Number of maximum-capacitance constraint violations: 0
Register area share after synthesis: 0.364
Area of the core: 9200 um^2
[registers in the layout (all words and copies together) (netlist names)]
name,flops
transfer_r,1
red_leds,8
transfer_rr,1
write_r,1
write_rr,1
green_leds,8
[cells in the final DEF (no fill, tap or decap), types with 2 or more instances in the layout]
cell type	count
sky130_fd_sc_hd__a21boi_0	8
sky130_fd_sc_hd__dfxtp_1	12
sky130_fd_sc_hd__a21oi_2	3
sky130_fd_sc_hd__nand2_2	3
sky130_fd_sc_hd__buf_6	24
sky130_fd_sc_hd__dlygate4sd2_1	4
sky130_fd_sc_hd__o21ai_1	2
sky130_fd_sc_hd__nand3b_1	2
sky130_fd_sc_hd__o21a_1	2
sky130_fd_sc_hd__o21ai_2	2
sky130_fd_sc_hd__nor2_4	3
sky130_fd_sc_hd__nand2_1	17
sky130_fd_sc_hd__nand2b_1	3
sky130_fd_sc_hd__clkbuf_8	3
sky130_fd_sc_hd__dfxtp_4	7
sky130_fd_sc_hd__nor2b_1	10
sky130_fd_sc_hd__clkdlybuf4s50_1	20
sky130_fd_sc_hd__buf_2	13
sky130_fd_sc_hd__nand3_1	7
sky130_fd_sc_hd__nor4b_4	2
sky130_fd_sc_hd__nor2b_4	2
sky130_fd_sc_hd__buf_4	29
sky130_fd_sc_hd__mux2i_1	10
sky130_fd_sc_hd__buf_12	2
sky130_fd_sc_hd__dlymetal6s2s_1	3
[per-stage QoR]
stage	cell area, um^2	instances	power [mW]
2_1_floorplan	1100	132	0.658
3_3_place_gp	1780	298	0.832
3_5_place_dp	1780	298	0.833
4_1_cts	2220	328	1.44
5_1_grt	2300	329	1.52
6_report	2300	329	1.43
[logic make-up (layout without fill, tap and decap cells)]
kind of cell,Yosys count,count (layout),synth area share
AOI/OAI and AO/OA,30,30,0.184
xor gates and xnor gates,2,2,0.0159
buffers and inverters,14,100,0.0739
DFF,20,20,0.364
muxes,10,10,0.0909
and+or+nand+nor,56,56,0.272
[final cells by class]
cell class / count / area (um^2) / share of cell area
Clock buffer: 3 / 41.3 / 0.0179
Sequential cell: 20 / 428 / 0.186
Tap cell: 111 / 139 / 0.0603
Clock inverter: 1 / 30.0 / 0.0130
Multi-Input combinational cell: 98 / 795 / 0.345
Timing Repair Buffer: 96 / 871 / 0.378
[per-layer routing]
layer,share of wire,up-vias,global-route usage
met3,0.071,0,0.0248
met4,0,0,0.00165
li1,-,629,-
met2,0.46,23,0.0990
met1,0.46,570,0.0734
met5,0,-,0
[critical path: stages (launching register included)]
cell	delay [ps]
sky130_fd_sc_hd__dfxtp_4	370
sky130_fd_sc_hd__buf_6	120
sky130_fd_sc_hd__buf_6	120
sky130_fd_sc_hd__nor4b_4	260
sky130_fd_sc_hd__a31o_2	130
sky130_fd_sc_hd__buf_2	80
[repair_timing]
item / CTS / global route
pin swaps: 20 / 19
resized: 104 / 25
endpoints found under the setup margin: 21 / 17
setup buffers: 27 / 4
[how the worst max path moves through the flow]
stage	from	endpoint	slack, ps	depth (start not counted)
final	red_leds[7]	HEX1[2]	-60	5
after CTS	red_leds[7]	HEX1[2]	-90	5
after global routing	red_leds[2]	HEX0[1]	-130	6
[cell usage after synthesis, types with 2 or more instances]
cell,count
sky130_fd_sc_hd__o21a_1,2
sky130_fd_sc_hd__a21oi_1,4
sky130_fd_sc_hd__nand2_1,20
sky130_fd_sc_hd__nor4b_1,2
sky130_fd_sc_hd__nand3b_1,2
sky130_fd_sc_hd__nand3_1,8
sky130_fd_sc_hd__a31oi_1,2
sky130_fd_sc_hd__buf_2,7
sky130_fd_sc_hd__a21boi_0,8
sky130_fd_sc_hd__buf_4,5
sky130_fd_sc_hd__nand2b_1,4
sky130_fd_sc_hd__dfxtp_1,20
sky130_fd_sc_hd__nor2b_1,12
sky130_fd_sc_hd__nor2_1,3
sky130_fd_sc_hd__xnor2_1,2
sky130_fd_sc_hd__o21ai_0,5
sky130_fd_sc_hd__mux2i_1,10
[power by group]
part           internal, mW  switching, mW  total (mW)  leakage (nW)
sequential            0.512         0.0209       0.532         0.169
combinational         0.241          0.144       0.386         0.758
clock                 0.334          0.176       0.510        0.0357
total                  1.09          0.342        1.43         0.963
Power figures rest on the tool's default switching activity, not on a simulated workload.
