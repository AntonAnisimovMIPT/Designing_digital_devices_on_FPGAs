===== flow/design.v =====
module seven_segment_display (
    input [3:0] hex,     
    output [6:0] s_seg      
);
    assign s_seg = 
            (hex == 4'h0) ? ~7'b011_1111 :  
            (hex == 4'h1) ? ~7'b000_0110 :
            (hex == 4'h2) ? ~7'b101_1011 :
            (hex == 4'h3) ? ~7'b100_1111 :
            (hex == 4'h4) ? ~7'b110_0110 :
            (hex == 4'h5) ? ~7'b110_1101 :
            (hex == 4'h6) ? ~7'b111_1101 :
            (hex == 4'h7) ? ~7'b000_0111 :
            (hex == 4'h8) ? ~7'b111_1111 :
            (hex == 4'h9) ? ~7'b110_1111 :
            (hex == 4'hA) ? ~7'b111_0111 :
            (hex == 4'hB) ? ~7'b111_1100 :
            (hex == 4'hC) ? ~7'b011_1001 :
            (hex == 4'hD) ? ~7'b101_1110 :
            (hex == 4'hE) ? ~7'b111_1001 :
            (hex == 4'hF) ? ~7'b111_0001 : ~7'b111_1111;
endmodule
module stopwatch (
    input wire clk,            
    input wire reset,           
    input wire start_stop,     
    output wire [6:0] hex1,     
    output wire [6:0] hex2,     
    output wire [6:0] hex3      
);
    parameter CLK_FREQ_HZ = 50000000;
    parameter TENTH_SEC_TICKS = CLK_FREQ_HZ / 10;
    reg [22:0] tick_counter = 0;  
    reg [3:0] sec_tenths = 0;    
    reg [3:0] sec_units = 0;     
    reg [3:0] sec_tens = 0;      
    reg running = 0;            
    reg start_stop_prev = 0;     
    always @(posedge clk) begin
        if (!reset) begin
            running <= 0; 
        end else if (start_stop && !start_stop_prev) begin
            running <= ~running; 
        end
        start_stop_prev <= start_stop; 
    end
    always @(posedge clk) begin
        if (!reset) begin
            tick_counter <= 0;
            sec_tenths <= 0;
            sec_units <= 0;
            sec_tens <= 0;
        end else if (running) begin
            if (tick_counter == TENTH_SEC_TICKS - 1) begin
                tick_counter <= 0;
                if (sec_tenths == 9) begin
                    sec_tenths <= 0;
                    if (sec_units == 9) begin
                        sec_units <= 0;
                        if (sec_tens == 9) begin
                            sec_tens <= 0;
                        end else begin
                            sec_tens <= sec_tens + 1;
                        end
                    end else begin
                        sec_units <= sec_units + 1;
                    end
                end else begin
                    sec_tenths <= sec_tenths + 1;
                end
            end else begin
                tick_counter <= tick_counter + 1;
            end
        end
    end
    seven_segment_display disp_sec_tenths (.hex(sec_tenths), .s_seg(hex1));
    seven_segment_display disp_sec_units (.hex(sec_units), .s_seg(hex2));
    seven_segment_display disp_sec_tens (.hex(sec_tens), .s_seg(hex3));
endmodule

===== flow/run.sh =====
#!/bin/bash
# OpenROAD 26Q1-2900-gdf79404cd8, Yosys 0.63+post, stock flow scripts
make -C /OpenROAD-flow-scripts/flow DESIGN_CONFIG=/design/flow/config.mk WORK_HOME=/design/flow/orfs finish

===== flow/config.mk =====
export PLATFORM = sky130hd
export DESIGN_NAME = stopwatch
export DESIGN_NICKNAME = stopwatch
export VERILOG_FILES = /design/flow/design.v
export SDC_FILE = /design/flow/constraint.sdc
export NUM_CORES = 4
export LEC_CHECK = 1
export CORE_UTILIZATION = 30

===== flow/constraint.sdc =====
current_design stopwatch

set clk_period 4.5
set clk_io_pct 0.2

create_clock -name clk0 -period $clk_period [get_ports {clk}]

set non_clock_inputs [all_inputs -no_clocks]
set_input_delay [expr $clk_period * $clk_io_pct] -clock clk0 $non_clock_inputs
set_output_delay [expr $clk_period * $clk_io_pct] -clock clk0 [all_outputs]

==> CHANGELOG.md <==
### Metrics

* Vias/cell at 4.85
* Slew margin rel. at 37.4%
* Worst-Skew Late Latency at 290 ps
* Routed WL at 4590 um
* Total gr overflow at 0
* Crit share post-route at 66.6%
* Die Size at 7990 um2
* EDFF count, synth at 0
* Die x size at 89.4 um
* Post-Syn Area at 2290 um2
* Top cell type's share of synthesized area at 32.3%
* Register share after synthesis at 32.3%
* Clk pin slew, worst setup/hold paths at 70 ps
* First-pass GRT wire length at 7540 um
* Hold path cells at 2
* HP Start: tick_counter[22]$_SDFFE_PN0P_
* Final setup viols at 0
* Crit end category: output port
* Area of the core at 7330 um2
* Setup CP Type: reg -> out
* Worst Hold Class: reg -> reg
* 1st-iter DRT viols at 124
* Gate Area at 1450 um2
* Mapped Avg Cell Area at 7.56 um2
* HPWL after DPL at 3160 um
* Max_cap viols at 0
* Log Warnings at 25
* Worst vdd ir at 0.101 mV
* Met2 usage at 18.9%
* Post-CTS Resized at 0
* Worst R2R Start: running$_SDFFE_PN0P_
* Total CTS buffers at 5
* Global Route met1 Usage at 18.0%
* DR DRC count at 0
* Port-buffer cells at 23
* Hold-fix buffers at CTS at 0
* Minimum clock period at 2990 ps
* RSZ-0062 raised after global routing: no
* Yosys Instances at 303
* Longest Clk Path Bufs at 2
* Flops out of synthesis at 37
* Synth area leaders: dfxtp_1, nor2_1, xor2_1
* Root buffer cell: clkbuf_8
* Clock Sinks at 37
* Synth cell types at 47
* Final core utilization at 36.2%
* CP startpoint kind: register
* Cells after Synth at 303
* GR Util All Layers at 12.1%
* WL per Instance at 11.1 um
* Yosys warning total at 1
* Final Hold Viols at 0
* Core Util at FP at 31.3%
* GPL Wtd Cong at 0.806
* Routed Antenna Nets at 0
* Filler cell count at 738
* Crit path arrival time at 2090 ps
* Req. time, crit path at 3600 ps
* Post-CTS Setup Inserts at 0
* I/O Pins at 24
* Placement row count at 31
* Worst flop-to-flop path endpoint: tick_counter[0]$_SDFFE_PN0P_
* FFs w/ async S/R, synth at 0%
* Synth top cells by count: nor2_1, dfxtp_1, nand2_1
* Reg2reg setup slack at 1990 ps
* Final TNS setup at 0 ps
* Most common cell in the synthesized netlist: nor2_1
* Synth area leader: dfxtp_1
* PwrDens at 215 nW/um2
* Fmax at 334 MHz
* TritonCTS clock tree: built
* Detailed Routing Iterations Pass 1 at 4
* H-tree depth at 2
* Initial antenna violation count at 0
* Sequential Area at 741 um2
* Commonest flop: dfxtp_1
* Hold worst-path end: tick_counter[22]$_SDFFE_PN0P_
* Max Slew Vio Count at 0
* Routed vias at 2,001
* Critical path fanouts, max at 13
* Share of cells above drive strength 1 at 5.10%
* Reg2Reg Depth at 5
* Worst slew pin tran at 930 ps
* Pin count of the biggest net entering global routing at 24
* Die height at 89.4 um
* Static Leakage at 0.000876 uW
* Ant diodes at 0
* Area growth from synthesis to layout at 15.7%
* Clk_skew at 6.04 ps
* Vias in the first global route at 1,648
* Grt peak-use layer: met2
* Met3 GRT Util at 2.81%
* Status: finished, final reports clean
* Yosys chip area at 2290 um2
## layer usage
metal,vias up,part of all wire (%)
li1,1077,-
met1,888,53
met2,31,43
met3,5,3.0
met4,0,0.94
met5,-,0
## cell type report
type	instances	share of cell area (%)
inverters	6	0.849
well taps	99	4.67
multi-input cells	240	54.7
clock inverters	2	0.378
flip-flops and latches	37	27.9
repair buffers	23	8.68
clock buffers	6	2.74
## worst max path at each step
stage / startpoint / depth (start not counted) / endpoint / slack, ps
6_report: sec_tenths[0]$_SDFFE_PN0P_ / 5 / hex1[1] / 1510
5_1_grt: sec_units[0]$_SDFFE_PN0P_ / 5 / hex2[6] / 1340
4_1_cts: sec_tenths[0]$_SDFFE_PN0P_ / 5 / hex1[1] / 1490
## power breakdown
group | leakage (uW) | internal [uW] | switching (uW)
sequential | 0.000299 | 330 | 3.24
clock | 0.0000450 | 107 | 116
combinational | 0.000532 | 5.18 | 8.33
## placed cells by master (no fill, tap or decap), types with 2 or more instances in the layout
cell              n
nor2_1           57
dfxtp_1          37
nand2_1          31
clkdlybuf4s50_1  23
o21ai_0          16
xor2_1           16
xnor2_1          13
nand4_1          13
nor3_1            8
nand2b_1          7
nor2b_1           7
nand3_1           7
a21oi_1           6
mux2i_1           6
inv_1             5
nor4_1            5
clkbuf_8          5
o22ai_1           4
o31ai_1           4
and3_1            4
mux2_2            3
a22o_1            3
or4_1             3
nand4b_1          3
a32o_1            2
nand4bb_1         2
or3_1             2
clkinv_2          2
## per-stage QoR
stage / hold slack (ps) / area, um2 / total power [uW] / setup slack (ps) / cells
3_3_place_gp: 493 / 2570 / 354 / 1810 / 405
5_1_grt: 540 / 2650 / 596 / 1340 / 413
4_1_cts: 514 / 2650 / 576 / 1490 / 413
6_report: 507 / 2650 / 570 / 1510 / 413
2_1_floorplan: 472 / 2290 / 350 / 2350 / 303
3_5_place_dp: 498 / 2570 / 354 / 1830 / 405
## flip-flops by register name, summed over array words and instances (netlist names)
signal / flops
tick_counter: 23
sec_tens: 4
sec_tenths: 4
sec_units: 4
running: 1
start_stop_prev: 1
## critical path, stage by stage (launching register included)
cell             delay (ps)
dfxtp_1                 600
inv_1                   250
nor3_1                  220
a21oi_1                  50
o21ai_0                 190
clkdlybuf4s50_1         500
## logic make-up after synthesis
group / synth area share [%]
AOI/OAI and AO/OA: 11.8
xor gates and xnor gates: 11.1
and+or+nand+nor: 35.8
DFF: 32.3
adders and majority gates: 0.546
muxes: 4.10
buffers and inverters: 4.31
Power is estimated from default activity; no workload was simulated.
