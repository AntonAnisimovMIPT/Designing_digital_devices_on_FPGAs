[flow/constraint.sdc]
current_design number_converter

set clk_period 4.7
set clk_io_pct 0.2

create_clock -name clk0 -period $clk_period [get_ports {clk}]

set non_clock_inputs [all_inputs -no_clocks]
set_input_delay [expr $clk_period * $clk_io_pct] -clock clk0 $non_clock_inputs
set_output_delay [expr $clk_period * $clk_io_pct] -clock clk0 [all_outputs]
[flow/design.v]
module seven_segment_display (
    input [3:0] hex,     
    output [6:0] s_seg      
);
    assign s_seg = 
            (hex == 4'h0) ? ~7'b011_1111 :  
            (hex == 4'h1) ? ~7'b000_0110 :
            (hex == 4'h2) ? ~7'b101_1011 :
            (hex == 4'h3) ? ~7'b100_1111 :
            (hex == 4'h4) ? ~7'b110_0110 :
            (hex == 4'h5) ? ~7'b110_1101 :
            (hex == 4'h6) ? ~7'b111_1101 :
            (hex == 4'h7) ? ~7'b000_0111 :
            (hex == 4'h8) ? ~7'b111_1111 :
            (hex == 4'h9) ? ~7'b110_1111 :
            (hex == 4'hA) ? ~7'b111_0111 :
            (hex == 4'hB) ? ~7'b111_1100 :
            (hex == 4'hC) ? ~7'b011_1001 :
            (hex == 4'hD) ? ~7'b101_1110 :
            (hex == 4'hE) ? ~7'b111_1001 :
            (hex == 4'hF) ? ~7'b111_0001 : ~7'b111_1111;
endmodule
module number_converter (
    input wire clk,
    input wire reset, 
    input wire [7:0] switches,  
    input wire convert_button,   
    output reg [7:0] red_leds,   
    output reg overflow_flag,     
    output [6:0] HEX4,           
    output [6:0] HEX5,           
    output [6:0] HEX6,           
    output [6:0] HEX7            
);
    reg convert_r, convert_rr;      
    wire convert_pulse;             
    reg [3:0] hex_lower, hex_upper; 
    reg [3:0] dec_lower, dec_upper; 
    always @(posedge clk) begin
        if (!reset) begin
            red_leds <= 8'b0;
            overflow_flag <= 0;
            hex_lower <= 4'b0;
            hex_upper <= 4'b0;
            dec_lower <= 4'b0;
            dec_upper <= 4'b0;
        end else if (convert_pulse) begin
            red_leds <= switches;
            hex_lower <= switches[3:0];
            hex_upper <= switches[7:4];
            if (switches > 8'd99) begin
                overflow_flag <= 1;
                dec_lower <= 4'd9;
                dec_upper <= 4'd9;
            end else begin
                overflow_flag <= 0;
                dec_lower <= switches % 10;
                dec_upper <= (switches / 10) % 10;
            end
        end
    end
    always @(posedge clk) begin
        convert_r <= convert_button;
        convert_rr <= convert_r;
    end
    assign convert_pulse = !convert_rr && convert_r;
    seven_segment_display hex_display_lower (.hex(hex_lower), .s_seg(HEX4));
    seven_segment_display hex_display_upper (.hex(hex_upper), .s_seg(HEX5));
    seven_segment_display dec_display_lower (.hex(dec_lower), .s_seg(HEX6));
    seven_segment_display dec_display_upper (.hex(dec_upper), .s_seg(HEX7));
endmodule
[flow/run.sh]
#!/bin/bash
# OpenROAD 26Q1-2900-gdf79404cd8, Yosys 0.63+post, stock flow scripts
make -C /OpenROAD-flow-scripts/flow DESIGN_CONFIG=/design/flow/config.mk WORK_HOME=/design/flow/orfs finish
[flow/config.mk]
export PLATFORM = sky130hd
export DESIGN_NAME = number_converter
export DESIGN_NICKNAME = number_converter
export VERILOG_FILES = /design/flow/design.v
export SDC_FILE = /design/flow/constraint.sdc
export NUM_CORES = 4
export LEC_CHECK = 1
export CORE_UTILIZATION = 30
==> impl_metrics.yaml <==
# generated from flow reports
run_status:
  status: "finished clean"
logic_synthesis:
  yosys_warnings: 1
  async_flop_share_pct: 0
  edf_count: 0
  yosys-top-cells-count: "nand2_1 (43), o21ai_0 (31), nor2_1 (28), clkbuf_1 (24), a21oi_1 (22)"
  most_common_cell: "nand2_1"
  synthCells: 346
  ys_top_cells_by_area: "dfxtp_1 (16%), nand2_1 (6.9%), o21ai_0 (6.6%), a21oi_1 (4.7%), nor2_1 (4.5%)"
  synth-main-ff-cell: "dfxtp_1"
  ys_cells: 346
  yosys_area_mm2: 0.00235
  postSynthSeqShare_pct: 16.2
  synth.distinct_cells: 67
  syn_area_per_cell_um2: 6.81
  yosys_register_bits: 19
  yosysTopAreaCell: "dfxtp_1"
  syn_area_mm2: 0.00235
  top_cell_area_share_pct: 16.2
place:
  placed_area_mm2: 0.00298
  gp_congestion: 0.892
  hpwl_mm: 4.16
  io_buffer_count: 47
clocking:
  clock_tree.root_cell: "clkbuf_8"
  clock-sinks: 19
  cts_max_level: 1
  cts.clk_slew.worst_paths_ns: 0.07
  post_cts_buffers: 0
  cts_buffers: 3
  insertion_delay_ns: 0.25
  cts_tree: "yes"
  clk_path_buf_depth: 2
floorplan:
  ioPinCount: 48
  die_w_um: 90.6
  row_count: 31
  die_height_um: 90.6
  die_area_mm2: 0.00821
  coreArea_mm2: 0.00741
  fp_util_pct: 31.8
worst_setup_path:
  start_kind: "primary input"
  path_class: "primary input to register"
  critPathMaxFanout: 8
  arrival_ns: 4.55
  critPathCaptureType: "register"
  critPathRequiredTime_ns: 4.83
power_and_ir_drop:
  leakage_uw: 0.00115
  max-vdd-ir-drop_mv: 0.0643
  clkPwrFrac_pct: 19.0
  powerDensity_mw_per_mm2: 190
  power_uw: 576
  switching_power_uw: 195
  p_seq_share_pct: 33.4
  power.internal_uw: 380
  switching_share_pct: 33.9
  comb_power_share_pct: 47.5
global_routing:
  grt.total_usage_pct: 14.0
  grt_antenna_before_repair: 0
  grt_max_degree: 21
  grt_overflow: 0
  grt_pass1_vias: 2174
  grt_pass1_wl_mm: 9.98
detailed_routing:
  vias: 2531
  ant_nets: 0
  antenna_cells: 0
  dr.pass1.iters: 4
  drcViolationCount: 0
  drtIter0Drc: 167
  vias_per_cell: 5.20
  route.detailed.wl_per_inst_um: 11.4
  drt-total-wl_mm: 5.54
final_layout:
  fin_util_pct: 41.0
  fin_area_mm2: 0.00303
  seq_area_um2: 380
  synthToLayoutAreaGrowth_pct: 28.9
  logic_area_mm2: 0.00178
  nFillCells: 769
  drive_gt1_share_pct: 11.3
final_timing:
  finalHoldViolations: 0
  tightest_slew_ns: 0.587
  period_used_pct: 94.1
  slew_violations: 0
  rsz0062_at_grt: "false"
  min_period_ns: 4.42
  clock_skew_ns: 0.00152
  fmax_mhz: 226
  tns_ns: 0
  relSlewSlack_pct: 60.7
  holdWs_ns: 0.365
  setup_viol: 0
job:
  max_cap_violations: 0
  openroad.warnings: 27
min_path:
  hp-class: "register to register"
[final cells by class]
type / count / area share, %
clock buffer: 4 / 1.48
inverter: 17 / 2.35
sequential: 19 / 12.5
tap: 99 / 4.08
timing repair buffer: 69 / 20.9
multi-input combinational: 279 / 58.6
[flip-flops by register name, indices dropped and copies added, names as in the netlist]
signal / cells
red_leds: 8
dec_lower: 4
dec_upper: 4
convert_r: 1
convert_rr: 1
overflow_flag: 1
[layout by cell type, fill, tap and decap left out, types with 2 or more instances in the layout]
| cell type | count |
|---|---|
| nand2_1 | 43 |
| nor3b_1 | 8 |
| o21bai_1 | 2 |
| buf_4 | 22 |
| o211ai_1 | 3 |
| a32oi_1 | 2 |
| ha_1 | 6 |
| xor2_1 | 4 |
| and2_1 | 7 |
| nor2b_1 | 13 |
| and3_1 | 4 |
| nor2_1 | 27 |
| nor3_1 | 6 |
| dfxtp_1 | 19 |
| clkdlybuf4s50_1 | 47 |
| a21oi_1 | 22 |
| a32o_1 | 3 |
| nand3_1 | 11 |
| a21boi_0 | 9 |
| a31oi_1 | 7 |
| o22ai_1 | 5 |
| clkbuf_8 | 3 |
| a211oi_1 | 2 |
| a22o_1 | 3 |
| mux2_2 | 7 |
| xnor2_1 | 5 |
| nand2b_1 | 8 |
| inv_1 | 16 |
| nand4_1 | 4 |
| a211o_1 | 2 |
| o21ai_0 | 31 |
[worst max-delay path: stages]
cell and delay (ns):
clkdlybuf4s50_1 0.43, nor2_2 0.18, inv_1 0.08, ha_1 0.33, or4b_1 0.48, o311ai_1 0.12, a21oi_2 0.11, or2_1 0.31
inv_8 0.09, buf_4 0.16, a311oi_4 0.10, buf_4 0.17, a32oi_1 0.15, o221a_2 0.24, a211oi_4 0.07, buf_4 0.16
nor4b_1 0.33, nor3_1 0.10
[metrics by stage]
step / setup slack [ns] / cells
after global placement: 0.0787 / 483
after floorplan: 0.440 / 346
after CTS: 0.228 / 487
after detailed placement: -0.0339 / 483
final: 0.277 / 487
after global routing: 0.0209 / 487
[power groups by stage]
| stage | sequential [uW] | clock [uW] | combinational [uW] |
|---|---|---|---|
| final | 192 | 110 | 274 |
| after global routing | 196 | 122 | 307 |
| after CTS | 192 | 113 | 274 |
[worst paths after layout]
check | from | endpoint | slack, ns | cells past startpoint
setup reg to reg | convert_rr | dec_lower[3] | 3.04 | 5
hold reg to reg | convert_r | convert_rr | 0.36 | 0
setup / recovery | switches[5] | dec_lower[3] | 0.28 | 18
hold / removal | convert_r | convert_rr | 0.36 | 0
[repair_timing]
action | CTS | global route
endpoints found under the setup margin | 0 | 2
hold buffers | 0 | 0
hold endpoints to repair | 0 | 0
resized | 0 | 2
[routing by layer]
metal	GRT usage, %	wire length [um]
met5	0	0
met4	1.48	42
met3	0.769	233
met2	20.8	2380
met1	23.1	2890
[cells by family (layout without fill, tap and decap cells)]
| kind of cell | count (synthesis) | in the layout | share of synthesized area, % |
|---|---|---|---|
| buffers and inverters | 48 | 90 | 8.71 |
| adders and majority gates | 6 | 6 | 3.19 |
| xor gates and xnor gates | 10 | 10 | 4.52 |
| DFF | 19 | 19 | 16.2 |
| muxes | 8 | 8 | 3.77 |
| and+or+nand+nor | 141 | 141 | 30.1 |
| AOI/OAI and AO/OA | 114 | 114 | 33.6 |
